==> design/flow/constraint.sdc <==
current_design up_down_counter

set clk_period 2.6
set clk_io_pct 0.2

create_clock -name clk0 -period $clk_period [get_ports {clk}]

set non_clock_inputs [all_inputs -no_clocks]
set_input_delay [expr $clk_period * $clk_io_pct] -clock clk0 $non_clock_inputs
set_output_delay [expr $clk_period * $clk_io_pct] -clock clk0 [all_outputs]
==> design/flow/run.sh <==
#!/bin/bash
# OpenROAD 26Q1-2900-gdf79404cd8, Yosys 0.63+post, stock flow scripts
make -C /OpenROAD-flow-scripts/flow DESIGN_CONFIG=/design/flow/config.mk WORK_HOME=/design/flow/orfs finish
==> design/flow/design.v <==
module up_down_counter#(
    parameter WIDTH = 4                      
)(
    input wire clk,                          
    input wire rst_n,                        
    input wire load,                         
    input wire dir,                          
    input wire [WIDTH-1 : 0] din,            
    output reg [WIDTH-1 : 0] count           
);
    always@(posedge clk or negedge rst_n)begin
        if(!rst_n)begin
            count <= {WIDTH{1'b0}};          
        end else if(load) begin
            count <= din;                    
        end else if(dir) begin               
            count <= count + 1;              
        end else begin                       
            count <= count - 1;              
        end
    end
endmodule
==> design/flow/config.mk <==
export PLATFORM = sky130hd
export DESIGN_NAME = up_down_counter
export DESIGN_NICKNAME = up_down_counter
export VERILOG_FILES = /design/flow/design.v
export SDC_FILE = /design/flow/constraint.sdc
export NUM_CORES = 4
export LEC_CHECK = 1
export CORE_AREA = 10 10 70 70
export DIE_AREA = 0 0 80 80
==> impl_metrics.csv <==
group,metric,value,unit
routing,drt_drc_violations_left,0,
final_timing,fin_tns_setup,0,ns
layout,layout_top_cells,"sky130_fd_sc_hd__clkdlybuf4s50_1, sky130_fd_sc_hd__dfrtp_1, sky130_fd_sc_hd__clkbuf_4",
die,floorplan.die_area,6400,µm²
routing,drt-total-wl,667,µm
layout,largest_reg_flops,4,
global_routing,number_of_antenna_violations_at_the_first_check_in_global_routing,0,
clock_tree,path_clk_slew,0.04,ns
routing,n_antenna_cell,0,
die,io_pins,12,
clock_tree,root_buffer,"sky130_fd_sc_hd__clkbuf_4",
routing,final_antenna_net_count,0,
die,die_w,80,µm
layout,largest_register,"count",
synth,mean_syn_cell_area,11.1,µm²
outcome,result_of_the_run,"finished clean",
final_timing,post-route-worst-setup-slack,0.769,ns
run,cap_viol_max_count,0,
layout,stdcell_area,424,µm²
synth,synthCells,21,
layout,layout_top_registers,"count x4",
critical_path,cp.arrival,1.97,ns
final_timing,tightestPinTransition,0.277,ns
final_timing,setup_viol_count_final,0,
clock_tree,cts_hold_buf,0,
die,core_util_floorplan,6.85,%
pwr,leakage,0.158,nW
clock_tree,postCtsResizedCells,0,
routing,first_iteration_detailed_routing_drc_count,17,
clock_tree,cts_buffers,3,
synth,post_synth_num_cell_types,14,
routing,drtPass1Iterations,4,
routing,final_routed_wire_length_divided_by_cell_count,8.23,µm
placement,dpl.hpwl,555,µm
global_routing,gr-total-overflow,0,
synth,yosys_register_bits,4,
pwr,power.density,587,nW/µm²
critical_path,path_class,"in -> reg",
critical_path,critical_path_required,2.74,ns
final_timing,fin_crit,1.83,ns
final_timing,final-max-slew-violation-count,0,
pwr,ir_drop,0.000136,V
synth,yosys.stat.seqShare,42.8,%
final_timing,rsz0062_at_grt,"no",
layout,mostFrequentLayoutCell,"sky130_fd_sc_hd__clkdlybuf4s50_1",
global_routing,grt_pass1_vias,208,
placement,gpl.final_weighted_congestion,0.862,
clock_tree,cts.sinks,4,
synth,ys_chip_area,234,µm²
synth,syn_area,234,µm²
final_timing,max_freq,546,MHz
synth,yosysCellCount,21,
placement,post_dp_cell_area,402,µm²
critical_path,regToRegStartpoint,"count[2]$_DFF_PN0_",
final_timing,final_cycle_share,70.4,%
global_routing,grt_pass1_wl,1.03,mm
clock_tree,htreeDepth,1,
critical_path,worstPathMaxFanout,3,
clock_tree,tritoncts,"done",
clock_tree,post-cts-setup-buffer-count,0,
synth,yosysWarnings,1,
global_routing,globalRouteTotalUtil,2.16,%
clock_tree,clkLatencyLatePin,0.24,ns
critical_path,setup.worst_path.end_class,"flop",
die,die_h,80,µm
routing,via_count,205,
final_timing,final.setup_skew,0.00663,ns
placement,place_worst_setup_slack,0.531,ns
layout,synthToLayoutAreaGrowth,81.3,%
routing,route.detailed.vias_per_inst,2.53,
critical_path,worst_setup_path_startpoint,"dir",
final_timing,finalHoldViolCount,0,
layout,fraction_of_layout_instances_using_a_drive_strength_above_1,11.4,%
global_routing,grt_max_degree,9,
run,openroad_warning_count,25,
placement,port_buffers,11,
clock_tree,clock_tree.buffer_depth,2,
critical_path,worstSetupStartpointType,"input pin",
die,core_region_area,3420,µm²
hold_path,timing.hold.worst.class,"in -> async",
final_timing,timing.max_slew.rel_slack,81.5,%
die,num_rows,21,
## cell usage after synthesis
cell type	count	area share, %
sky130_fd_sc_hd__inv_1	1	1.6
sky130_fd_sc_hd__mux2_2	1	4.8
sky130_fd_sc_hd__a21oi_1	1	2.1
sky130_fd_sc_hd__nand3_1	1	2.1
sky130_fd_sc_hd__nand2_1	2	3.2
sky130_fd_sc_hd__xor2_1	1	3.7
sky130_fd_sc_hd__nor2b_1	2	5.3
sky130_fd_sc_hd__ha_1	2	11
sky130_fd_sc_hd__o21ai_0	2	4.3
sky130_fd_sc_hd__fa_1	1	8.6
sky130_fd_sc_hd__a311oi_1	1	3.7
sky130_fd_sc_hd__a211oi_1	1	3.2
sky130_fd_sc_hd__dfrtp_1	4	43
sky130_fd_sc_hd__xnor2_1	1	3.7
## per-stage QoR
step                instances  util, %  power (mW)  hold WS (ns)
CTS                        81     12.4       0.253         0.489
floorplan                  21        -       0.123         0.224
global route               81     12.4       0.267         0.496
global placement           78     11.8       0.170         0.541
detailed placement         78     11.8       0.171         0.544
finish                     81     12.4       0.249         0.488
## cell families after synthesis
group | count (synthesis) | share of synthesized area (%)
AND-OR/OR-AND | 5 | 13.4
AND/OR/NAND/NOR | 5 | 10.7
flip-flops | 4 | 42.8
adder cells (fa/ha/maj) | 3 | 19.2
XOR/XNOR | 2 | 7.49
buffers and inverters | 1 | 1.60
multiplexers | 1 | 4.81
## where the power goes
| part | leakage [nW] | switching [mW] | total (mW) | internal [mW] |
|---|---|---|---|---|
| sequential | 0.0468 | 0.0104 | 0.0860 | 0.0756 |
| combinational | 0.0972 | 0.0293 | 0.0848 | 0.0555 |
| clock | 0.0138 | 0.0263 | 0.0780 | 0.0517 |
## routing by layer
layer / up-vias / wire [µm] / global-route usage, %
li1: 102 / - / -
met1: 84 / 300 / 2.62
met2: 19 / 150 / 1.85
met3: 0 / 216 / 3.41
met4: 0 / 0 / 0.176
met5: - / 0 / 0
## final timing paths
kind                                       to  cells after the start  slack (ns)
setup / recovery           count[3]$_DFF_PN0_                      6        0.77
hold / removal             count[3]$_DFF_PN0_                      1        0.49
setup reg to reg           count[3]$_DFF_PN0_                      4        1.30
hold reg to reg            count[0]$_DFF_PN0_                      1        0.54
max in group asynchronous  count[2]$_DFF_PN0_                      1        1.93
min in group clk0          count[0]$_DFF_PN0_                      1        0.54
## area by class of cell
type,count,area [µm²]
Clock buffer,3,22.5
Fill cell,394,2990
Inverter,1,3.75
Multi-Input combinational cell,16,130
Sequential cell,4,100
Tap cell,46,57.6
Timing Repair Buffer,11,110
## worst max-delay path, cell delays in order
cell                              delay, ns
sky130_fd_sc_hd__clkdlybuf4s50_1       0.49
sky130_fd_sc_hd__inv_1                 0.09
sky130_fd_sc_hd__ha_1                  0.34
sky130_fd_sc_hd__a21oi_1               0.19
sky130_fd_sc_hd__a211oi_1              0.10
sky130_fd_sc_hd__a311oi_1              0.24
No activity file was given, so power comes from the tool's default toggle rates.
